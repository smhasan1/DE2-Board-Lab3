==> design/flow/design.v <==
module part1(SW, KEY, LEDR);
	input [9:0]SW;
	input [0:0]KEY;
	output [7:0]LEDR;
	wire RotateRight;
	wire [7:0]DATA_IN;
	wire ParallelLoadn;
	wire clock;
	wire [7:0]Q;
	assign DATA_IN[7:0] = SW[7:0];
	assign RotateRight = SW[8];
	assign ParallelLoadn = SW[9];
	assign clock = KEY[0];
	assign LEDR = Q;
	sub_circuit i0(Q[1], Q[7], RotateRight, DATA_IN[0], ParallelLoadn, clock, Q[0]);
	sub_circuit i1(Q[2], Q[0], RotateRight, DATA_IN[1], ParallelLoadn, clock, Q[1]);
	sub_circuit i2(Q[3], Q[1], RotateRight, DATA_IN[2], ParallelLoadn, clock, Q[2]);
	sub_circuit i3(Q[4], Q[2], RotateRight, DATA_IN[3], ParallelLoadn, clock, Q[3]);
	sub_circuit i4(Q[5], Q[3], RotateRight, DATA_IN[4], ParallelLoadn, clock, Q[4]);
	sub_circuit i5(Q[6], Q[4], RotateRight, DATA_IN[5], ParallelLoadn, clock, Q[5]);
	sub_circuit i6(Q[7], Q[5], RotateRight, DATA_IN[6], ParallelLoadn, clock, Q[6]);
	sub_circuit i7(Q[0], Q[6], RotateRight, DATA_IN[7], ParallelLoadn, clock, Q[7]);
endmodule
module sub_circuit(left, right, LoadLeft, D, loadn, clock, Q);
	input right, left, LoadLeft, D, loadn, clock;
	output Q;
	wire z1, z2, z3;
	mux_1bit_2to1 mux1(right, left, LoadLeft, z1);
	mux_1bit_2to1 mux2(D, z1, loadn, z2);
	D_ff ff(z2, clock, Q);
endmodule
module mux_1bit_2to1(X,Y,s,M);
   input X,Y;
   input s;
   output M;
   assign M = (~s & X) | (s & Y);
endmodule
module D_ff(D, clk, Q);
	input D, clk;
	output Q;
	reg Q;
	always@(posedge clk)
		Q <= D;
endmodule
==> design/flow/run.sh <==
#!/bin/bash
# OpenROAD 26Q1-2900-gdf79404cd8, Yosys 0.63+post, stock flow scripts
make -C /OpenROAD-flow-scripts/flow DESIGN_CONFIG=/design/flow/config.mk WORK_HOME=/design/flow/orfs finish
==> design/flow/config.mk <==
export PLATFORM = sky130hd
export DESIGN_NAME = part1
export DESIGN_NICKNAME = part1
export VERILOG_FILES = /design/flow/design.v
export SDC_FILE = /design/flow/constraint.sdc
export NUM_CORES = 4
export LEC_CHECK = 1
export CORE_AREA = 10 10 70 70
export DIE_AREA = 0 0 80 80
==> design/flow/constraint.sdc <==
current_design part1

set clk_period 1.2
set clk_io_pct 0.2

create_clock -name clk0 -period $clk_period [get_ports {KEY}]

set non_clock_inputs [all_inputs -no_clocks]
set_input_delay [expr $clk_period * $clk_io_pct] -clock clk0 $non_clock_inputs
set_output_delay [expr $clk_period * $clk_io_pct] -clock clk0 [all_outputs]
==> metrics.csv <==
metric;value;unit
result of the run;completed;
clock root buffer;sky130_fd_sc_hd__clkbuf_4;
count leader, synth;sky130_fd_sc_hd__buf_4;
crit path time final;1.07;ns
filler instances;396;
crit path setup slack, layout;0.132;ns
Post-synth EDFFs;0;
top cell type's share of synthesized area;0.396;
initial drt markers;10;
number of register bits inferred by synthesis;8;
kind of path behind the tightest hold check;register to register;
Crit path arrival time;1.18;ns
final wirelength;1030;um
Area Growth Syn to Fin;59.4;%
# IOs;19;
Crit path max-delay family;buffers and inverters;
post-layout utilization of the core;0.189;
post-synthesis instance area;404;um^2
TritonCTS buffer count;3;
total of endpoints with negative setup slack in the final report;0;
Horiz. Die Dim;80;um
die area;0.00640;mm^2
highest ir drop seen on vdd;345;uV
CTS tree;done;
Yosys Chip Area;404;um^2
Distinct cells, synth;7;
OpenROAD warning count;44;
CP endpoint kind;register;
switching part of the total;0.188;
dominant cell type by area after synthesis;sky130_fd_sc_hd__dfxtp_1;
part of the cycle the worst path needs;0.890;
Worst Setup Path Type;input pin to register;
highest cell delay on the worst timing path;0.51;ns
unrepaired setup endpoints after global routing;no;
fraction of registers with async set or reset after synthesis;0;
port bufs;18;
largest net degree at the start of global routing;17;
number of nets with antenna violations after detailed routing;0;
first-pass GRT wire length;1610;um
Worst-Skew Late Latency;0.22;ns
number of global-route vias before repair;339;
clock network fraction of design power;0.252;
HPWL Detailed;851;um
most frequent cells after synthesis;sky130_fd_sc_hd__buf_4, sky130_fd_sc_hd__dfxtp_1, sky130_fd_sc_hd__mux2i_1, sky130_fd_sc_hd__nor2_1, sky130_fd_sc_hd__a21oi_1;
Max clock buf depth;2;
fraction of layout instances using a drive strength above 1;0.305;
GRT Overall Usage;0.0332;
worst clock skew on the final layout;0;ns
number of sinks on the clock net;8;
slowest CP cell;sky130_fd_sc_hd__clkdlybuf4s50_1;
worst hold slack;0.550;ns
Internal Pwr Total;0.529;mW
average detailed-routed wire length per instance;9.77;um
count of antenna diodes in the layout;0;
number of core rows;21;
Post-Synthesis Mean Instance Area;9.40;um^2
last weighted congestion value of the routability-driven placer;0.783;
Sequential Power Share;0.489;
# Cells Yosys;43;
placeable core region;0.00342;mm^2
worst-margin pin slew;0.162;ns
required time reported for the critical path endpoint;1.31;ns
number of remaining DRC errors;0;
H-tree depth;1;
maximum frequency from static timing analysis;936;MHz
Warnings, synthesis;1;
maximum fanout encountered on the critical timing path;8;
number of pins with negative max-slew slack in the final report;0;
number of detailed-routing iterations run before antenna repair;2;
Cells after DPL;98;
Worst setup SP type;input pin;
initial antenna violation count;0;
leakage power of the design;0.269;nW
Post-synth top flop;sky130_fd_sc_hd__dfxtp_1;
aggregate global routing overflow;0;
fraction of the yosys area taken by sequential cells;0.396;
initial core utilization;0.118;
net switching power;0.123;mW
post-DR vias/cell;3.01;
Comb power frac;0.258;
Setup WS pre-CTS;-0.0904;ns
clock slew at the register clock pins of the worst setup and hold paths;0.04;ns
Vias;316;
max-cap viol count;0;
Total Power;0.652;mW
final cell count without fillers;105;
Synth area leaders;sky130_fd_sc_hd__dfxtp_1, sky130_fd_sc_hd__mux2i_1, sky130_fd_sc_hd__buf_4;
Worst slew margin;0.889;
count of buffer and inverter cells on the critical path;2;
cells along the critical path;clkdlybuf4s50_1, buf_12, mux2i_1, a21oi_2;
final hold viol count;0;
number of instances in the synthesized netlist;43;
pwr dens;1010;mW/mm^2
Die Height;80;um
## layer usage
metal | wire, um | vias up | global-route usage
met5 | 0 | - | 0
met4 | 0 | 0 | 0
met3 | 120 | 0 | 0.0273
met2 | 419 | 15 | 0.0465
met1 | 485 | 132 | 0.0410
li1 | - | 169 | -
## power groups by stage
stage / clock network [mW] / logic (mW) / registers, mW
5_1_grt: 0.228 / 0.188 / 0.324
6_report: 0.164 / 0.168 / 0.319
4_1_cts: 0.205 / 0.173 / 0.319
## worst paths after layout
path,start,end,slack [ns],depth (start not counted)
setup / recovery,SW[8],i1.ff.Q,0.13,4
hold / removal,i4.ff.Q,i5.ff.Q,0.55,2
setup reg to reg,i2.ff.Q,i1.ff.Q,0.42,3
hold reg to reg,i4.ff.Q,i5.ff.Q,0.55,2
## layout by cell type (no fill, tap or decap)
cell type                         count
sky130_fd_sc_hd__clkdlybuf4s50_1     10
sky130_fd_sc_hd__mux2i_1              8
sky130_fd_sc_hd__nor2_1               8
sky130_fd_sc_hd__dfxtp_2              8
sky130_fd_sc_hd__dlygate4sd2_1        8
sky130_fd_sc_hd__a21oi_1              7
sky130_fd_sc_hd__buf_4                4
sky130_fd_sc_hd__clkbuf_4             3
sky130_fd_sc_hd__buf_12               2
sky130_fd_sc_hd__a21oi_2              1
## final cells by class
class,count,area [um^2],area share
flip-flops and latches,8,170,0.264
clock buffers,3,22.5,0.0350
repair buffers,24,240,0.373
well taps,46,57.6,0.0893
multi-input cells,24,154,0.239
## through the flow
stage          cell area, um^2  setup TNS, ns
2_1_floorplan              404              0
3_3_place_gp               592         -0.581
3_5_place_dp               592         -0.528
4_1_cts                    644              0
5_1_grt                    644              0
6_report                   644              0
## registers in the layout (all words and copies together) (netlist names)
signal,flops
i0.ff.Q,1
i1.ff.Q,1
i2.ff.Q,1
i3.ff.Q,1
i4.ff.Q,1
i5.ff.Q,1
i6.ff.Q,1
i7.ff.Q,1
## what timing repair did
action	in CTS	in global routing
endpoints found under the setup margin	8	0
resized	16	0
buffers inserted	4	0
hold buffers	0	0
## worst reg2reg max path, stage by stage (launching register included)
cell and delay (ns):
sky130_fd_sc_hd__dfxtp_2 0.31, sky130_fd_sc_hd__buf_4 0.13, sky130_fd_sc_hd__mux2i_1 0.16, sky130_fd_sc_hd__a21oi_2 0.07
## cells by family after synthesis
family | count (synthesis) | share of synthesized area
simple gates | 8 | 0.0743
buf+inv | 11 | 0.223
mux | 8 | 0.198
compound gates | 8 | 0.108
flops | 8 | 0.396
Power is estimated from default activity; no workload was simulated.
