<file path="flow/run.sh">
#!/bin/bash
# OpenROAD 26Q1-2900-gdf79404cd8, Yosys 0.63+post, stock flow scripts
make -C /OpenROAD-flow-scripts/flow DESIGN_CONFIG=/design/flow/config.mk WORK_HOME=/design/flow/orfs finish
</file>
<file path="flow/config.mk">
export PLATFORM = sky130hd
export DESIGN_NAME = part2
export DESIGN_NICKNAME = part2
export VERILOG_FILES = /design/flow/design.v
export SDC_FILE = /design/flow/constraint.sdc
export NUM_CORES = 4
export LEC_CHECK = 1
export CORE_UTILIZATION = 30
</file>
<file path="flow/constraint.sdc">
current_design part2

set clk_period 1.6
set clk_io_pct 0.2

create_clock -name clk0 -period $clk_period

set non_clock_inputs [all_inputs -no_clocks]
set_input_delay [expr $clk_period * $clk_io_pct] -clock clk0 $non_clock_inputs
set_output_delay [expr $clk_period * $clk_io_pct] -clock clk0 [all_outputs]
</file>
<file path="flow/design.v">
module part2(SW, KEY, HEX0, HEX1, HEX2, HEX3);
input[11:0] SW;
input[0:0] KEY;
output[6:0] HEX0, HEX1, HEX2, HEX3;
reg[7:0] f;
wire[7:0] B;
always@(*)
begin
case(SW[10:8])
3'b000: f = ~SW[7:0] | B[7:0];
3'b001: f = ~SW[7:0] | ~B[7:0];
3'b010: f = ~SW[7:0];
3'b011: f = SW[7:0] & B[7:0];
3'b100: f = SW[7:0] + B[7:0];
3'b101: f = ~SW[7:0] & ~B[7:0];
3'b110: f = SW[7] + SW[6] + SW[5] + SW[4] + SW[3] + SW[2] + SW[1] + SW[0];
3'b111: f = SW[7] + SW[6] + SW[5] + SW[4] + SW[3] + SW[2] + SW[1] + SW[0] + B[7] + B[6] + B[5] + B[4] + B[3] + B[2] + B[1] + B[0];
endcase
end
flip_flop F1(f,~KEY[0],~SW[11],B);
hexto7segment H0(B[3:0],HEX0);
hexto7segment H1(B[7:4],HEX1);
hexto7segment H2(SW[3:0],HEX2);
hexto7segment H3(SW[7:4],HEX3);
endmodule
module flip_flop(D,clk,reset,Q);
input[7:0] D;
input clk,reset;
output[7:0] Q;
reg[7:0] f;
always @(posedge clk, posedge reset)
begin
if (reset)
begin
 f <= 8'b00000000;
end
else
begin
  f<= D;
end
end
assign Q = f;
endmodule 
module hexto7segment(x,h);
input[3:0] x;
output reg [6:0] h;
always @*
case (x)
4'b0000 : h = 7'b1000000;
4'b0001 : h = 7'b1111001;
4'b0010 : h = 7'b0100100; 
4'b0011 : h = 7'b0110000;
4'b0100 : h = 7'b0011001;
4'b0101 : h = 7'b0010010;  
4'b0110 : h = 7'b0000010;
4'b0111 : h = 7'b1111000;
4'b1000 : h = 7'b0000000;
4'b1001 : h = 7'b0010000;
4'b1010 : h = 7'b0001000; 
4'b1011 : h = 7'b0000011;
4'b1100 : h = 7'b1000110;
4'b1101 : h = 7'b0100001;
4'b1110 : h = 7'b0000110;
4'b1111 : h = 7'b0001110;
endcase
endmodule 
</file>
==> impl_metrics.json <==
{
  "outcome": "finished, violations left",
  "violations": "setup timing",
  "crit_path_end_kind": "primary output",
  "reg.largest.list": "F1.f (8)",
  "powerDensity_nw_per_um2": 374,
  "gp_congestion": 0.886,
  "drt_iter0_drc": 187,
  "ant_nets": 0,
  "drive_gt1_share_pct": 29.8,
  "final_cell_mix": "ha_1 (37), buf_4 (33), nor2_1 (27), inv_1 (20), a21oi_1 (20)",
  "relSlewSlack_pct": 51.2,
  "coreArea_um2": 8180,
  "finalSetupViolCount": 2,
  "area_delta_synth_final_pct": 43.3,
  "p_leak_uw": 0.00164,
  "tool_warnings": 62,
  "holdCritStartpoint": "SW[6]",
  "synth_seq_share_pct": 7.94,
  "start_kind": "input port",
  "largest-register": "F1.f",
  "n_antenna_cell": 0,
  "synthDistinctLibCells": 48,
  "hold_viol": 0,
  "post-dp-hpwl_um": 4910,
  "remaining_drc_errors": 0,
  "min_path_type": "in -> out",
  "fin_crit_sh_pct": 101,
  "grt_pass1_wl_um": 11100,
  "grt_max_degree": 41,
  "comb_area_um2": 2320,
  "worstPathArrival_ns": 1.30,
  "io_pins": 41,
  "antenna_found_initial": 0,
  "postCtsHoldBufs": 0,
  "post_dp_cell_area_um2": 3190,
  "die-height_um": 93.7,
  "cp_slowest_stage_delay_ns": 0.45,
  "syn_inst": 309,
  "fillers": 778,
  "lay_top_count": "ha_1",
  "ys_cells": 309,
  "critical_path_class": "in -> out",
  "final.setup.tns_ns": -0.0385,
  "holdPathEnd": "HEX3[4]",
  "fmax_ghz": 0.617,
  "edf_count": 0,
  "yosys_warnings": 3,
  "period_needed_ns": 1.62,
  "drv_cap": 0,
  "num_vias": 2545,
  "cp_max_fo": 4,
  "unclocked_pins": 8,
  "drt-pass1-iter-count": 4,
  "largest_reg_flops": 8,
  "wirelength_um": 6770,
  "tightest_slew_ns": 0.730,
  "required_ns": 1.28,
  "yosys_area_um2": 2520,
  "overflow": 0,
  "avgRoutedWirePerCell_um": 13.8,
  "post-route-util_pct": 44.2,
  "fp-utilization_pct": 30.9,
  "grt_usage_pct": 15.9,
  "port_buffers": 41,
  "drv_slew": 0,
  "crit_slowest_cell": "mux4_2",
  "chipArea_um2": 8780,
  "vdd_drop_max_mv": 0.235,
  "viasPerCell": 5.18,
  "regArea_um2": 200,
  "finalInstanceArea_um2": 3610,
  "untimed_endpoints": 22,
  "syn_area_um2": 2520,
  "synth-main-ff-cell": "dfrtn_1",
  "ys.flops": 8,
  "grt_pass1_vias": 2340,
  "cp_num_buf_inv": 4,
  "avgSynthCellArea_um2": 8.16,
  "crit_family": "multiplexers",
  "hold_depth": 3,
  "async_reset_ff_share_pct": 100,
  "crit_path_cell_trace": "buf_8, inv_6, buf_12, ha_4, mux4_2, buf_2",
  "finalWorstSetupSlack_ns": -0.0210,
  "rsz0062_at_grt": "true",
  "num_rows": 33,
  "die_x_um": 93.7,
  "total_power_uw": 1350
}
worst max-delay path by stage:
stage	slack, ns	cells after the start	end	start
CTS	-0.02	6	HEX2[3]	SW[1]
global route	-0.05	6	HEX3[3]	SW[5]
finish	-0.02	6	HEX2[3]	SW[1]
Yosys cell counts, drive strengths merged, types with 3 or more instances:
library cell   n  area, um2
ha            49        613
nor2          31        116
inv           30        113
a21oi         22        110
o21ai         19       95.1
mux2i         16        160
nand2         16       60.1
buf           10       75.1
fa            10        200
dfrtn          8        200
nand3          7       35.0
nor2b          6       37.5
o211ai         6       45.0
or3            6       37.5
a31oi          5       31.3
a221oi         4       35.0
clkbuf         4       15.0
mux2           4       45.0
mux4           4       90.1
o22ai          4       25.0
o32ai          4       53.8
or2            4       25.0
xor2           4       35.0
a21o           3       22.5
a22o           3       26.3
nand2b         3       18.8
o31ai          3       22.5
per-stage QoR:
| stage | cells | setup slack (ns) | hold WS, ns |
|---|---|---|---|
| floorplan | 309 | 0.0984 | 0.675 |
| global placement | 470 | -0.818 | 1.67 |
| detailed placement | 470 | -0.838 | 1.67 |
| CTS | 488 | -0.0204 | 1.01 |
| global route | 491 | -0.0504 | 1.02 |
| finish | 491 | -0.0210 | 1.01 |
report_power, final:
part           total [uW]  switching [uW]  leakage, uW  internal [uW]
clock network           0               0            0              0
registers            29.0            14.3    0.0000967           14.7
logic                1320             652      0.00154            669
total                1350             666      0.00164            684
cell type report:
| cell class | count | area share, % |
|---|---|---|
| timing repair buffer | 90 | 22.1 |
| sequential | 8 | 5.54 |
| tap | 105 | 3.64 |
| inverter | 32 | 4.29 |
| multi-input combinational | 255 | 64.3 |
| timing repair inverter | 1 | 0.208 |
cell families after synthesis:
group | Yosys count | share of synthesized area [%]
AOI/OAI and AO/OA | 86 | 22.8
and+or+nand+nor | 81 | 15.2
adders and majority gates | 59 | 32.2
buffers and inverters | 46 | 8.33
muxes | 24 | 11.7
DFF | 8 | 7.94
xor gates and xnor gates | 5 | 1.74
layer usage:
metal / vias up / global-route usage (%) / wire length, um
li1: 1273 / - / -
met3: 0 / 1.40 / 345
met1: 1209 / 26.2 / 3390
met2: 63 / 24.0 / 3030
met5: - / 0 / 0
met4: 0 / 0.769 / 0
what timing repair did:
item / CTS / global route
endpoints found under the setup margin: 14 / 10
pin swaps: 12 / 15
cloned: 2 / 0
resized: 128 / 27
buffers inserted: 16 / 4
Power is estimated from default activity; no workload was simulated.
